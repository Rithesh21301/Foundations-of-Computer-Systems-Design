### /design/flow/design.v
module fa(output s,c,input a,b,cin);
    wire w1,w2,w3;
    and(w1,a,b);
    xor(w2,a,b);
    xor(s,w2,cin);
    and(w3,cin,w2);
    or(c,w3,w1);
endmodule
module CLA4 (input [3:0]A,input [3:0]B,input carry_in, output carry_out, output [3:0] sum);
    wire [3:0] g,p;
    wire c1,c2,c3;
    wire x,y0,y1,z0,z1,z2,w0,w1,w2,w3;
    and(g[0],A[0],B[0]);
    and(g[1],A[1],B[1]);
    and(g[2],A[2],B[2]);
    and(g[3],A[3],B[3]);
    xor(p[0],A[0],B[0]);
    xor(p[1],A[1],B[1]);
    xor(p[2],A[2],B[2]);
    xor(p[3],A[3],B[3]);
    and(x,carry_in,p[0]);
    or(c1,x,g[0]);
    and(y0,carry_in,p[0],p[1]);
    and(y1,p[1],g[0]);
    or(c2,y0,y1,g[1]);
    and(z0,carry_in,p[0],p[1],p[2]);
    and(z1,g[0],p[1],p[2]);
    and(z2,g[1],p[2]);
    or(c3,z0,z1,z2,g[2]);
    and(w0,carry_in,p[0],p[1],p[2],p[3]);
    and(w1,g[0],p[1],p[2],p[3]);
    and(w2,g[1],p[2],p[3]);
    and(w3,p[3],g[2]);
    or(carry_out,w0,w1,w2,w3,g[3]);
    xor(sum[0],carry_in,p[0]);
    xor(sum[1],c1,p[1]);
    xor(sum[2],c2,p[2]);
    xor(sum[3],c3,p[3]);
endmodule
module carry_save(input [3:0] op1,op2, output [7:0] res);
    wire a1,a2,a3,a4,a5,a6,a7,a8,a9,a10,a11,a12,a13,a14,a15,a16;
    and(a1,op1[0],op2[0]);
    and(a2,op1[1],op2[0]);
    and(a3,op1[0],op2[1]);
    and(a4,op1[2],op2[0]);
    and(a5,op1[1],op2[1]);
    and(a6,op1[0],op2[2]);
    and(a7,op1[3],op2[0]);
    and(a8,op1[2],op2[1]);
    and(a9,op1[1],op2[2]);
    and(a10,op1[0],op2[3]);
    and(a11,op1[3],op2[1]);
    and(a12,op1[2],op2[2]);
    and(a13,op1[1],op2[3]);
    and(a14,op1[3],op2[2]);
    and(a15,op1[2],op2[3]);
    and(a16,op1[3],op2[3]);
    buf(res[0],a1);
    wire s1,c1,s2,c2,s3,c3,s4,c4,s5,c5,s6,c6,s7,c7,s8,c8;
    wire s9,c9,s10,c10,s11,c11,s12,c12;
    fa fa1(s1,c1,a2,a3,1'b0);
    fa fa2(s2,c2,a4,a5,a6);
    fa fa3(s3,c3,a7,a8,a9);
    fa fa4(s4,c4,a11,a12,1'b0);
    buf(res[1],s1);
    fa fa5(s5,c5,s2,1'b0,c1);
    fa fa6(s6,c6,s3,a10,c2);
    fa fa7(s7,c7,s4,a13,c3);
    fa fa8(s8,c8,a14,a15,c4);
    buf(res[2],s5);
    wire [3:0]p,q;
    wire [3:0]r;
    wire cout;
    buf(p[0],s6);
    buf(q[0],c5);
    buf(p[1],s7);
    buf(q[1],c6);
    buf(p[2],s8);
    buf(q[2],c7);
    buf(p[3],a16);
    buf(q[3],c8);
    CLA4 cla(p,q,1'b0,cout,r);
    buf(res[3],r[0]);
    buf(res[4],r[1]);
    buf(res[5],r[2]);
    buf(res[6],r[3]);
    buf(res[7],cout);
endmodule
### /design/flow/run.sh
#!/bin/bash
# OpenROAD 26Q1-2900-gdf79404cd8, Yosys 0.63+post, stock flow scripts
make -C /OpenROAD-flow-scripts/flow DESIGN_CONFIG=/design/flow/config.mk WORK_HOME=/design/flow/orfs finish
### /design/flow/config.mk
export PLATFORM = sky130hd
export DESIGN_NAME = carry_save
export DESIGN_NICKNAME = carry_save
export VERILOG_FILES = /design/flow/design.v
export SDC_FILE = /design/flow/constraint.sdc
export NUM_CORES = 4
export LEC_CHECK = 1
export CORE_AREA = 10 10 70 70
export DIE_AREA = 0 0 80 80
### /design/flow/constraint.sdc
current_design carry_save

set clk_period 3.5
set clk_io_pct 0.2

create_clock -name clk0 -period $clk_period

set non_clock_inputs [all_inputs -no_clocks]
set_input_delay [expr $clk_period * $clk_io_pct] -clock clk0 $non_clock_inputs
set_output_delay [expr $clk_period * $clk_io_pct] -clock clk0 [all_outputs]
==> impl_metrics.yaml <==
# flow metrics
timing:
  worst_slack_ps: 42.6
  setup_tns_ps: 0
  hold_viol_final: 0
  finalSetupViolations: 0
  fmax_mhz: 289
  rsz0062_at_grt: "true"
  period_needed_ps: 3460
  whs_ps: 2130
  drv_slew: 0
  tightest_slew_ps: 168
  timing.final.crit_share_pct: 98.8
  maxSlewHeadroom_pct: 88.8
yosys:
  postSynthSeqShare_pct: 0
  syn_area_um2: 420
  ys_cells: 49
  compound_area_share_pct: 7.74
  postSynthAreaPerCell_um2: 8.58
  adder_share_pct: 52.4
  simple_gate_share_pct: 23.5
  ys_sh_mux_pct: 0
  netlist-cell-type-count: 13
  ys_chip_area_um2: 420
  netlist_logic_family_top: "adder cells"
  yosysWarningCount: 0
  xor_area_share_pct: 2.08
  syn-instance-count: 49
critical_path:
  start_kind: "primary input"
  critPathMaxFanout: 3
  cpPeakStageDelay_ps: 540
  crit_path_end_kind: "primary output"
  critical_path_required_ps: 2800
  crit_type: "in -> out"
  cp_data_arrival_time_ps: 2760
  crit_path_cell_trace: "buf_8 > nand2_4 > fa_1 > inv_1 > fa_2 > ha_4 > inv_2 > fa_2 > inv_1 > buf_2"
  crit_slowest_cell: "fa_2"
power:
  max-vdd-ir-drop_v: 0.0000318
  p_leak_nw: 0.348
  power.density_nw_per_um2: 154
  power.total_mw: 0.115
global_route:
  grt_start_max_net_pins: 5
  grt_pass1_vias: 402
  antenna_found_initial: 0
  overflow: 0
  grt_pass1_wl_um: 1590
  grtUsageTotal_pct: 2.86
floorplan:
  die_h_um: 80
  die_w_um: 80
  pin_count: 16
  fp-utilization_pct: 12.3
  design.core.area_um2: 3420
  dieArea_um2: 6400
  fp-row-count: 21
route:
  routedWlPerCell_um: 8.60
  drtAntennaViolNets: 0
  wirelength_um: 980
  vias_per_cell: 3.23
  drcViolationCount: 0
  drt_iter0_markers: 2
  num_antenna_cells: 0
  via_count: 368
  first_pass_iters: 2
finish:
  seq_cell_count: 0
  fillers: 371
  nClkBuffers: 0
  stdcell_area_um2: 742
  drive_gt1_share_pct: 51.5
  final_core_util_pct: 21.7
  regArea_um2: 0
  lay_top_cells: "and2_1, buf_4, inv_1"
  layout-area-overhead-vs-synth_pct: 76.5
  stdcell_count: 114
  lay_top_count: "and2_1"
placement:
  placedCellCount: 114
  dp_hpwl_um: 861
  portBuffers: 16
  post_dp_cell_area_um2: 661
  place_ws_ps: -837
  gp_congestion: 0.860
hold_path:
  worstHoldEndpoint: "res[7]"
  hp-start: "op1[3]"
  whs_path_depth: 6
  hold_path.class: "in -> out"
job:
  warnings: 34
  maxCapViolations: 0
clock_tree:
  postCtsHoldBufs: 0
outcome:
  status: "completed"
area by class of cell:
type	instances	area (um2)	share of cell area, %
Tap cell	46	57.6	7.76
Timing Repair Buffer	23	205	27.7
Inverter	8	30.0	4.05
Multi-Input combinational cell	37	449	60.5
how the worst max path moves through the flow:
stage,startpoint,end,cells after the start
6_report,op2[1],res[4],10
5_1_grt,op1[2],res[4],10
4_1_cts,op1[2],res[5],10
where the power goes:
part	total (mW)	leakage [nW]	internal, mW	switching [mW]
registers	0	0	0	0
clock network	0	0	0	0
logic	0.115	0.348	0.0710	0.0436
routing by layer:
metal / up-vias / global-route usage, % / routed length, um
met3: 0 / 0.455 / 68
met1: 173 / 2.97 / 343
met4: 0 / 0 / 0
li1: 190 / - / -
met2: 5 / 6.02 / 568
met5: - / 0 / 0
cells by family (layout without fill, tap and decap cells):
kind of cell | Yosys count | in the layout
adder cells (fa/ha/maj) | 14 | 14
AND/OR/NAND/NOR | 18 | 18
XOR/XNOR | 1 | 1
buffers and inverters | 12 | 31
AND-OR/OR-AND | 4 | 4
Yosys cell counts (4+ instances only):
cell type	instances	area (um2)
and2_1	10	62.6
ha_1	8	100
inv_1	8	30.0
fa_1	6	120
nand2_1	6	22.5
buf_4	4	30.0
worst max-delay path: cells and delay by family:
| family | cells | cell delay [ps] |
|---|---|---|
| fa+ha+maj | 4 | 1710 |
| simple gates | 1 | 40 |
| buf+inv | 5 | 300 |
repair_timing:
item / in CTS / in global routing
gates resized: 59 / 6
buffers inserted: 0 / 0
pin swaps: 13 / 0
setup endpoints to repair: 5 / 4
Power figures rest on the tool's default switching activity, not on a simulated workload.
